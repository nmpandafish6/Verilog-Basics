==> flow/config.mk <==
export PLATFORM = sky130hd
export DESIGN_NAME = DeBounce
export DESIGN_NICKNAME = DeBounce
export VERILOG_FILES = /design/flow/design.v
export SDC_FILE = /design/flow/constraint.sdc
export NUM_CORES = 4
export LEC_CHECK = 1
export CORE_AREA = 10 10 106 106
export DIE_AREA = 0 0 116 116
==> flow/constraint.sdc <==
current_design DeBounce

set clk_period 2.8
set clk_io_pct 0.2

create_clock -name clk0 -period $clk_period [get_ports {clk}]

set non_clock_inputs [all_inputs -no_clocks]
set_input_delay [expr $clk_period * $clk_io_pct] -clock clk0 $non_clock_inputs
set_output_delay [expr $clk_period * $clk_io_pct] -clock clk0 [all_outputs]
==> flow/design.v <==
`timescale 1 ns / 100 ps
module  DeBounce 
	(
	input 			clk, n_reset, button_in,				 
	output reg 	DB_out													 
	);
	parameter N = 20;		 
	reg  [N-1 : 0]	q_reg;							 
	reg  [N-1 : 0]	q_next;
	reg DFF1, DFF2;									 
	wire q_add;											 
	wire q_reset;
	assign q_reset = (DFF1  ^ DFF2);		 
	assign  q_add = ~(q_reg[N-1]);			 
	always @ ( q_reset, q_add, q_reg)
		begin
			case( {q_reset , q_add})
				2'b00 :
						q_next <= q_reg;
				2'b01 :
						q_next <= q_reg + 1;
				default :
						q_next <= { N {1'b0} };
			endcase 	
		end
	always @ ( posedge clk )
		begin
			if(n_reset ==  1'b0)
				begin
					DFF1 <= 1'b0;
					DFF2 <= 1'b0;
					q_reg <= { N {1'b0} };
				end
			else
				begin
					DFF1 <= button_in;
					DFF2 <= DFF1;
					q_reg <= q_next;
				end
		end
	always @ ( posedge clk )
		begin
			if(q_reg[N-1] == 1'b1)
					DB_out <= DFF2;
			else
					DB_out <= DB_out;
		end
endmodule
==> flow/run.sh <==
#!/bin/bash
# OpenROAD 26Q1-2900-gdf79404cd8, Yosys 0.63+post, stock flow scripts
make -C /OpenROAD-flow-scripts/flow DESIGN_CONFIG=/design/flow/config.mk WORK_HOME=/design/flow/orfs finish
==> qor.yml <==
largest_reg_flops: 20
setup_viol_count_final: 0
relSlewSlack_pct: 53.6
combGateArea_um2: 551
worstPathRequired_ns: 3.01
synth_dominant_cell_count: "dfxtp_1"
grt_max_degree: 23
register_area_um2: 470
die_height_um: 116
timing.final.ws_setup_ns: 0.997
synth_adder_area_share_pct: 1.19
clock_path_buffers: 2
final.period_utilization_pct: 64.4
synth_cells: 117
mux_share_pct: 2.02
wl_per_cell_um: 7.83
switching_share_pct: 20.8
cts.sinks: 23
vias: 804
p_int_mw: 0.443
common_cells: "22 x dfxtp_1, 17 x nor2_1, 7 x xnor2_1"
leakagePower_nw: 0.390
ff2ff_setup_slack_ns: 1.08
reg2reg_to: "q_reg[15]"
min_path_type: "reg2reg"
routed_wl_mm: 1.79
ys_area_um2: 1050
status: "complete, no violations"
ys_seq_share_pct: 44.6
start_kind: "input port"
dpl_cell_area_um2: 1200
firstDrtPassIters: 4
top_usage_layer: "met2"
pwr-share-seq_pct: 60.3
grt_pass1_vias: 760
yosysUniqueCellTypes: 33
dieWidth_um: 116
placementRows: 34
cts_buffers: 3
worstRegToRegCells: 4
antenna_found_initial: 0
r2r_start: "q_reg[19]"
diodes: 0
rsz0062_at_grt: "false"
vias_per_cell: 3.51
tool_warnings: 25
synthAoiAreaFrac_pct: 8.90
setup_tns_ns: 0
top_logic_kind: "simple AND/OR/NAND/NOR gates"
syn2layout_area_growth_pct: 18.1
hold_buffers: 0
drive_gt1_share_pct: 7.44
worstSetupPathType: "in2reg"
min_period_ns: 1.80
dpl.hpwl_mm: 1.25
ios: 4
xor_area_share_pct: 9.13
synthSimpleGateAreaFrac_pct: 31.0
synthFlopType: "dfxtp_1"
cp_slowest_cell: "clkdlybuf4s50_1"
first_iter_violations: 24
ys_cells: 117
p_per_area_nw_per_um2: 449
remaining_drc_errors: 0
die-area_um2: 13500
edf_count: 1
net-switching-power_mw: 0.116
post-place-ws_ns: 0.687
fin_area_um2: 1250
root_buffer: "clkbuf_8"
combPwrFrac_pct: 3.8
slew_viol_final: 0
grt_pass1_wl_mm: 3.24
crit_start: "n_reset"
fp_util_pct: 11.9
port_buffers: 3
synth_area_leader_cell: "dfxtp_1"
cp_data_arrival_time_ns: 2.01
fin_cells: 229
async_reset_ff_share_pct: 0
core-area_um2: 8850
fmax_mhz: 555
synth_top_area_share_pct: 41.8
crit_chain: "clkdlybuf4s50_1 -> nand2_1 -> a311oi_1 -> a41o_1"
cap_violations: 0
synth_area_um2: 1050
use_met3_pct: 0.262
crit_end: "q_reg[16]"
clk_latency_ns: 0.26
clk_pin_slew_ns: 0.08
hold_violations: 0
clockPowerShare_pct: 35.8
cp_max_fo: 22
grt_usage_pct: 2.70
yosysWarnings: 1
antenna_left: 0
place_congestion: 0.800
syn-mean-instance-area_um2: 9.02
use_met2_pct: 4.40
final.setup_skew_ns: 0.00101
irDropWorstVdd_mv: 0.137
cp_slowest_stage_delay_ns: 0.50
grt.overflow.total: 0
tightest_slew_ns: 0.694
ctsResizeCount: 0
placed_cells: 225
tritoncts: "yes"
htree_levels: 1
topCellsByArea: "dfxtp_1 42%, nor2_1 6.0%, xnor2_1 5.8%"
crit_path_end_kind: "flop"
post_cts_buffers: 0
ys.flops: 23
grt_use_met1_pct: 3.78
fillers: 989
==> layer usage <==
layer | up-vias | routed length [um]
met5 | - | 0
met4 | 0 | 40
met3 | 2 | 29
met2 | 8 | 839
met1 | 366 | 884
li1 | 428 | -
==> worst max-delay path, delay by kind of cell <==
kind	cells	cell delay, ns
compound gates	2	0.54
buf+inv	1	0.50
simple gates	1	0.41
==> how the worst min path moves through the flow <==
stage	startpoint	to	slack, ns	depth (start not counted)
finish	DFF2	DB_out	0.47	0
global route	DFF2	DB_out	0.48	0
CTS	DFF2	DB_out	0.47	0
==> logic make-up (layout without fill, tap and decap cells) <==
logic type,after synthesis,count (layout)
adder cells (fa/ha/maj),1,1
AND-OR/OR-AND,15,15
multiplexers,2,2
XOR/XNOR,11,11
buffers and inverters,7,11
flip-flops,23,23
AND/OR/NAND/NOR,58,58
==> cells in the final DEF (no fill, tap or decap), types with 3 or more instances in the layout <==
cell,instances
clkdlybuf4s50_1,3
xor2_1,4
nand3_1,6
inv_1,4
nor4_1,3
xnor2_1,7
nand2_1,6
nor2_1,17
or3_1,3
nor3_1,3
o21ai_0,4
dfxtp_1,22
nand4_1,3
clkbuf_8,3
and3_1,4
a21oi_1,6
==> cell type report <==
cell class                      instances  share of cell area, %
Inverter                                4                   1.20
Clock buffer                            4                   3.61
Tap cell                              108                   10.8
Sequential cell                        23                   37.8
Timing Repair Buffer                    3                   2.41
Multi-Input combinational cell         87                   44.2
==> through the flow <==
stage	util, %	hold slack [ns]	power (mW)
2_1_floorplan	-	0.429	0.362
3_3_place_gp	13.6	0.440	0.366
3_5_place_dp	13.6	0.450	0.367
4_1_cts	14.1	0.469	0.570
5_1_grt	14.1	0.481	0.586
6_report	14.1	0.469	0.559
==> power by group through the flow <==
stage	clock, mW	sequential [mW]	combinational [mW]
after CTS	0.211	0.337	0.0219
after global routing	0.223	0.338	0.0252
final	0.200	0.337	0.0215
No activity file was given, so power comes from the tool's default toggle rates.
