[run.sh]
#!/bin/bash
# OpenROAD 26Q1-2900-gdf79404cd8, Yosys 0.63+post, stock flow scripts
make -C /OpenROAD-flow-scripts/flow DESIGN_CONFIG=/design/flow/config.mk WORK_HOME=/design/flow/orfs finish
[config.mk]
export PLATFORM = sky130hd
export DESIGN_NAME = uint16to4bcd
export DESIGN_NICKNAME = uint16to4bcd
export VERILOG_FILES = /design/flow/design.v
export SDC_FILE = /design/flow/constraint.sdc
export NUM_CORES = 4
export LEC_CHECK = 1
export CORE_UTILIZATION = 50
[constraint.sdc]
current_design uint16to4bcd

set clk_period 16.7
set clk_io_pct 0.2

create_clock -name clk0 -period $clk_period

set non_clock_inputs [all_inputs -no_clocks]
set_input_delay [expr $clk_period * $clk_io_pct] -clock clk0 $non_clock_inputs
set_output_delay [expr $clk_period * $clk_io_pct] -clock clk0 [all_outputs]
[design.v]
  `timescale 1ns / 1ps
module uint16to4bcd(
    output reg [3:0] BCD,
	 input [1:0] index,
    input [15:0] uint16	 
    );
	integer i;
	reg [3:0] BCD_array [0:3];
	always @(uint16) begin
		if(uint16 > 9999) begin
			BCD_array[2'b00] = 4'hF;
			BCD_array[2'b01] = 4'hF;
			BCD_array[2'b10] = 4'hF;
			BCD_array[2'b11] = 4'hF;
		end else begin 
			BCD_array[2'b00] = 4'd0;
			BCD_array[2'b01] = 4'd0;
			BCD_array[2'b10] = 4'd0;
			BCD_array[2'b11] = 4'd0;
			for(i = 15; i >=0; i = i - 1) begin
				if(BCD_array[2'b11] >= 5)
					BCD_array[2'b11] = BCD_array[2'b11] + 3;
				if(BCD_array[2'b10] >= 5)
					BCD_array[2'b10] = BCD_array[2'b10] + 3;
				if(BCD_array[2'b01] >= 5)
					BCD_array[2'b01] =BCD_array[2'b01] + 3;
				if(BCD_array[2'b00] >= 5)
					BCD_array[2'b00] = BCD_array[2'b00] + 3;
				BCD_array[2'b11] = BCD_array[2'b11] << 1;
				BCD_array[2'b11][0] = BCD_array[2'b10][3];
				BCD_array[2'b10] = BCD_array[2'b10] << 1;
				BCD_array[2'b10][0] = BCD_array[2'b01][3];
				BCD_array[2'b01] = BCD_array[2'b01] << 1;
				BCD_array[2'b01][0] = BCD_array[2'b00][3];
				BCD_array[2'b00] = BCD_array[2'b00] << 1;
				BCD_array[2'b00][0] = uint16[i];
			end
		end
		BCD = BCD_array[index]; 
	end
endmodule
==> run notes <==
The run has ended; figures from its reports follow.

The run finished with clean final reports. The portion of the clock cycle consumed by the worst path in the final layout is 0.978. The floorplan-stage core utilization came out at 0.523.

The routed design ends up with an antenna cell count of 0. The number of hold buffers added after cts came out at 0. The data required time at the worst endpoint is between 10 and 15 ns. The placeable core region is 0.00995 mm^2. The synthesized netlist has a Yosys-reported chip area of approximately 0.0052 mm^2. The final HPWL from detailed placement is 11.5 mm. The final layout contains routed wiring with a total length of 16.2 mm. In the final report, the number of pins over their slew limit comes to 0. The area used by multi-input combinational logic is 0.00548 mm^2. Per the run report, area growth between synthesis and finish was 50.0%. The overall track demand over capacity in global routing came out at 0.278.

The fraction of final layout cells with drive strength greater than 1 came out at 0.424. The count of distinct cell types in the synthesized netlist came out at between 100 and 150. The timing-limited maximum frequency is 0.0612 GHz.

Once placement completed, the tool counted placed cells totaling 1072. The largest net degree at the start of global routing is 21. The synth_stat.txt file lists the number of cells as between 700 and 800.

The post-detailed-route count of antenna-violating nets is 0. The stage-log warning count came out at 41. The final sequential cell count is 0. The per-cell via count in the routed design is 6.09.

The number of global-route vias before repair is 5944. The final core area utilization came out at 0.784. The tally of buffers added on design ports is 22. The number of synthesis warnings is 2.

The final instance count without filler cells came out at 1114. The wire length of the first global-routing pass is 26.3 mm.

Setup repair after global routing could not meet its margin everywhere. The number of detailed-routing iterations run before antenna repair came out at 5. In this design, the critical path's most frequently occurring cell is sky130_fd_sc_hd__buf_4. Summing over every cut layer, the via total after detailed routing is 6785.

The wire length per cell after detailed routing is around 15 um. Per Yosys stat, the portion of area used by sequential elements is 0. The startpoint class of the critical path is a primary input. The relative slew slack is 0.483. The layout report lists the combined flip-flop and latch area as 0 um^2. The element type at the critical path end is an output pin.

The count of endpoints failing setup in the final report came out at 0. The chip height is 104 um. The fill cell instance count of the final layout came out at 648. The minimum setup slack in the final design came out at 0.370 ns.

The number of top-level pins is 22. The highest net fanout along the worst path is 7. The synthesized area divided by synthesized cell count is slightly below 7 um^2. The worst-margin pin slew came out at between 0.7 and 0.8 ns. The minimum period implied by the final worst setup slack is about 16 ns.

The final-layout clock buffer total came out at 0. The worst hold path belongs to the class in2out. According to the floorplan log, the row count is 36. The area enclosed by the die boundary is 0.0108 mm^2. Routability-driven placement finished with a final weighted congestion of 0.967. On the critical path, the stage with the largest delay is an instance of sky130_fd_sc_hd__clkdlybuf4s50_1.

The die outline width is 104 um. Hold timing on the final database bottoms out at a slack of 7.58 ns. The detailed router's first-iteration violation count came out at 429.

The remaining design rule violation count came out at 0. The worst endpoint data arrival time is 12.99 ns.

The highest cell delay on the worst timing path is 0.46 ns. Counting endpoints that fail hold in the final report gives 0. The number of antenna violations at the first check in global routing is 0.

The kind of critical path is in2out. The worst setup slack before clock tree synthesis came out at -0.665 ns. The remaining global-route overflow came out at 0. Across the run, the number of max-cap violations was 0. Synthesis produced a netlist whose cell count is around 770. The mapped netlist covers between 0.005 and 0.006 mm^2.
-- final timing paths --
| kind | from | to | slack, ns | depth (start not counted) |
|---|---|---|---|---|
| worst max-delay path | uint16[14] | BCD[1] | 0.37 | 59 |
| worst min-delay path | uint16[14] | BCD[2] | 7.58 | 6 |
-- cell families after synthesis --
| logic type | synth area share |
|---|---|
| multiplexers | 0.0817 |
| AND/OR/NAND/NOR | 0.260 |
| XOR/XNOR | 0.0577 |
| AND-OR/OR-AND | 0.451 |
| adder cells (fa/ha/maj) | 0.0769 |
| buffers and inverters | 0.0726 |
-- critical path: cells and delay by family --
kind,cells,cell delay (ns)
AND-OR/OR-AND,16,3.20
buffers and inverters,16,2.06
AND/OR/NAND/NOR,13,1.87
adder cells (fa/ha/maj),8,1.43
multiplexers,4,0.76
XOR/XNOR,2,0.32
-- layer usage --
metal | part of all wire | global-route usage | vias up
li1 | - | - | 3418
met3 | 0.026 | 0.00255 | 0
met1 | 0.50 | 0.411 | 3233
met2 | 0.47 | 0.475 | 134
met4 | 0 | 0.0163 | 0
met5 | 0 | 0 | -
-- synth_stat cells (all sizes together), types with 7 or more instances --
library cell	n	area, um^2
a211o	8	70.1
a211oi	12	100
a21boi	7	52.6
a21o	14	105
a21oi	57	297
a22oi	9	91.3
a31oi	12	75.1
a32o	7	70.1
a32oi	11	111
and2	10	67.6
buf	12	80.1
clkbuf	27	101
ha	32	400
inv	45	169
mux2	16	195
mux2i	21	230
nand2	64	253
nand2b	11	68.8
nand3	35	180
nor2	72	270
nor2b	9	56.3
nor3	21	105
nor4	8	56.3
o2111ai	8	70.1
o211ai	20	165
o21a	7	52.6
o21ai	50	265
or2	8	50.1
or3	8	60.1
xnor2	23	243
-- cell type report --
type                       count  share of cell area
multi-input combinational    675               0.701
timing repair buffer         255               0.252
inverter                      51              0.0255
tap                          133              0.0213
-- per-stage QoR --
stage          cell area [um^2]  setup TNS, ns
3_3_place_gp               6950          -1.26
5_1_grt                    7810         -0.637
6_report                   7810              0
4_1_cts                    7360              0
3_5_place_dp               6950          -1.87
2_1_floorplan              5320              0
-- layout by cell type, fill, tap and decap left out, drive strengths merged, types with 11 or more instances in the layout --
master,instances
a211oi,12
nor3,21
a21o,14
buf,233
nand3,35
nand2b,11
ha,32
nand2,64
nor2,72
a32oi,11
o211ai,20
a31oi,12
mux2,16
inv,45
a21oi,57
clkdlybuf4s50,17
o21ai,50
xnor2,23
mux2i,21
-- timing repair --
item / CTS / global route
setup buffers: 25 / 17
gates cloned: 0 / 0
resized: 60 / 69
pin swaps: 42 / 66
setup endpoints to repair: 4 / 4
