==> design/flow/design.v <==
`timescale 1ns / 1ps
module int16to4BCD(
    output reg [3:0] BCD,
	 input [1:0] index,
    input [4:0] int16	 
    );
	 integer i;
	 reg [3:0] BCD_array [0:3];
	reg isNegative;
	reg isNegativeRange;
	reg isPositiveRange;
	reg [4:0] number;
	always @(int16) begin
		isNegative = int16[4];
			if(isNegative) begin
				number = ~(int16-1);
			end else begin
				number = int16;
			end
			BCD_array[2'b00] = 4'd0;
			BCD_array[2'b01] = 4'd0;
			BCD_array[2'b10] = 4'd0;
			BCD_array[2'b11] = 4'd0;
			for(i = 4; i >=0; i = i - 1) begin
				if(BCD_array[2'b11] >= 5)
					BCD_array[2'b11] = BCD_array[2'b11] + 3;
				if(BCD_array[2'b10] >= 5)
					BCD_array[2'b10] = BCD_array[2'b10] + 3;
				if(BCD_array[2'b01] >= 5)
					BCD_array[2'b01] = BCD_array[2'b01] + 3;
				if(BCD_array[2'b00] >= 5)
					BCD_array[2'b00] = BCD_array[2'b00] + 3;
				BCD_array[2'b11] = BCD_array[2'b11] << 1;
				BCD_array[2'b11][0] = BCD_array[2'b10][3];
				BCD_array[2'b10] = BCD_array[2'b10] << 1;
				BCD_array[2'b10][0] = BCD_array[2'b01][3];
				BCD_array[2'b01] = BCD_array[2'b01] << 1;
				BCD_array[2'b01][0] = BCD_array[2'b00][3];
				BCD_array[2'b00] = BCD_array[2'b00] << 1;
				BCD_array[2'b00][0] = number[i];
			end
		if(isNegative) begin
				BCD_array[2'b11] = 4'hE;
		end
		BCD = BCD_array[index]; 
	end
endmodule 
==> design/flow/run.sh <==
#!/bin/bash
# OpenROAD 26Q1-2900-gdf79404cd8, Yosys 0.63+post, stock flow scripts
make -C /OpenROAD-flow-scripts/flow DESIGN_CONFIG=/design/flow/config.mk WORK_HOME=/design/flow/orfs finish
==> design/flow/config.mk <==
export PLATFORM = sky130hd
export DESIGN_NAME = int16to4BCD
export DESIGN_NICKNAME = int16to4BCD
export VERILOG_FILES = /design/flow/design.v
export SDC_FILE = /design/flow/constraint.sdc
export NUM_CORES = 4
export LEC_CHECK = 1
export CORE_AREA = 10 10 70 70
export DIE_AREA = 0 0 80 80
==> design/flow/constraint.sdc <==
current_design int16to4BCD

set clk_period 2.6
set clk_io_pct 0.2

create_clock -name clk0 -period $clk_period

set non_clock_inputs [all_inputs -no_clocks]
set_input_delay [expr $clk_period * $clk_io_pct] -clock clk0 $non_clock_inputs
set_output_delay [expr $clk_period * $clk_io_pct] -clock clk0 [all_outputs]
==> git commit body <==
Add synthesis and place-and-route results

- The post-placement cell area is ~840 µm².
- For this run, the chip area from Yosys synthesis comes to between 400 and 500 µm².
- Of the total power, combinational logic draws 1.000.
* Detail Route Antenna Nets: 0
* Internal Dissipation: about 110 µW
- Crit end category: output pin
- Area of the chip: around 6400 µm²
- For the finished layout, the period the worst path requires is roughly 3300 ps.
* Startpoint class of the critical path: input port
- Number of clock-tree buffers in the layout: 0
- The checks that failed: negative setup slack.
* Largest net degree at the start of global routing: 11
- The final timing report lists a hold violation count of 0.
- The worst hold path begins at int16[0].
* Main logic family after synthesis: AND-OR/OR-AND gates
- HPWL after detailed placement: about 1200 µm
- The final max-slew violation count recorded for this run is 0.
- Port Buf Inserts: 11
- Routed vias: ~640
* Filler cell count: between 300 and 400
- Per the detailed-route log, wirelength across all metal layers totals between 1500 and 2000 µm.
- Simple-gate share of the synthesized area: 0.343
- In this build the clock could be raised as far as 0.307 GHz.
- Row generation in the floorplan step produced 21 rows.
* Number of ports placed on the die boundary: 11
- Die W: 80 µm
* Number of buffers inserted for hold repair after clock tree synthesis: 0
- Antenna repair during routing inserted a diode count of 0.
- Per the synthesis report, the XOR/XNOR share of the synthesized area is 0.0582.
- After technology mapping, the gate count stands at around 65.
- In this run the tightest slew margin relative to its limit is 0.670.
* Part of the total power dissipated in the clock network: 0
- Critical path arrival: around 2700 ps
- The area taken by sequential standard cells is reported as 0 µm².
* Residual DRC count: 0
- Number of detailed-routing iterations run before antenna repair: 4
* Aoi/oai-family share of the synthesized area: 0.346
- Per the detail_route report, vias per standard cell equal 4.24.
* FF+latch count: 0
- Slack of the critical path: -661 ps
- Mux share: 0.0443
- Unrepaired setup endpoints after global routing: true
* Maximum capacitance violations: 0
- Power density normalized to cell area: just under 200 nW/µm²
* Core outline area: ~3400 µm²
- For reference, the post-synthesis area per instance comes to 6.95 µm².
- From the final report, the count of setup violators was given as 4.
- For this run, the total global-route usage over all layers was measured as 0.0548.
- The cell-mix breakdown from Yosys lists the adder-cell area share as 0.111.
- In the floorplan report the effective utilization is 0.132.
- Total chip power: ~190 µW
- In this run the worst path has a maximum fanout of 4.
* Data required time at the worst endpoint: 2080 ps
- Summed over all failing endpoints, the final setup total negative slack is -2340 ps.
- Cell depth of the worst hold path: 6
- The post-route utilization of the core is recorded as 0.288.
* Switching power: 82.9 µW
- Proportion of netlist area held by the largest area contributor: 0.111
* Run status: finished, violations left
- Per the OpenROAD power report, leakage power amounts to between 0.0004 and 0.0005 µW.
* Portion of the post-synthesis area used by sequential elements: 0
- The worst hold path terminates at BCD[0].
* Period utilisation layout: 1.25
- # Cells Yosys: ~65
- The largest total area in the synthesized netlist belongs to sky130_fd_sc_hd__ha_1.
- Per the run report, area growth between synthesis and finish was 118%.
- Part of the total power dissipated in sequential elements: 0
- The pin closest to its max-slew limit shows a slew of slightly below 500 ps.
* Die height: roughly 80 µm
- The top cell type in the final layout, fill and taps aside, is sky130_fd_sc_hd__buf_4.
- Grt ovf: 0
* First-iteration detailed-routing DRC count: 33
- Antenna violations before repair: 0
- Per the detail_route report, routed wire per instance is about 11 µm.
- The synthesis report lists the Yosys warning total as 2.
* Number of logged tool warnings: 36
- Largest vdd supply drop: slightly above 0.00008 V
- Setup Crit Path Kind: input port to output pin
- Final RePlAce weighted congestion: a little under 0.9
- Hold Crit Class: input port to output pin
- The via count of the first global-routing pass was between 600 and 700.
- Combined area of all synthesized cells: about 450 µm²
- The first global-routing pass estimated around 3100 µm of wire.
- Leading cell types by total area after synthesis: sky130_fd_sc_hd__ha_1 11%, sky130_fd_sc_hd__xor2_1 5.8%, sky130_fd_sc_hd__a21oi_1 4.4%
* Post-layout instance area: 983 µm²
* Count of cell types in the netlist: 38
* Share of cells above drive strength 1: 0.625
* Top logic cells by instance count in the layout: 27 x sky130_fd_sc_hd__buf_4, 7 x sky130_fd_sc_hd__buf_6, 5 x sky130_fd_sc_hd__nand2_1, 4 x sky130_fd_sc_hd__buf_2
* Fraction of power spent switching nets: 0.438
==> through the flow <==
step                      worst slack (ps)  cells  hold slack, ps
after floorplan                       -293     65            1060
after global placement               -1400    142            2150
after detailed placement             -1440    142            2140
after CTS                             -649    149            1670
after global routing                  -776    150            1690
final                                 -661    150            1660
==> cell usage after synthesis, drive strengths merged (2+ instances only) <==
| library cell | n |
|---|---|
| buf | 4 |
| nor3 | 2 |
| nand2 | 5 |
| and3 | 2 |
| nand4 | 2 |
| a21oi | 4 |
| or2 | 2 |
| o21ai | 3 |
| mux2i | 2 |
| ha | 4 |
| xor2 | 3 |
| o31ai | 2 |
| inv | 5 |
| nor2 | 4 |
==> what timing repair did <==
action	CTS	global route
pin swaps	12	3
resized	46	6
cloned	0	0
endpoints found under the setup margin	4	4
buffers inserted	7	1
==> kinds of logic after synthesis <==
logic type,after synthesis
compound gates,21
mux,2
buf+inv,9
xor+xnor,3
simple gates,26
fa+ha+maj,4
==> metal layers <==
| metal | vias to the layer above | global-route usage | wire length [µm] |
|---|---|---|---|
| met4 | 0 | 0.00176 | 0 |
| met1 | 297 | 0.0775 | 837 |
| met5 | - | 0 | 0 |
| met2 | 14 | 0.0875 | 779 |
| li1 | 325 | - | - |
| met3 | 0 | 0.0114 | 84 |
==> power by group through the flow <==
stage	Clock [µW]	Sequential [µW]	Combinational [µW]
5_1_grt	0	0	209
6_report	0	0	189
4_1_cts	0	0	178
==> final cells by class <==
type,count,area (µm²),share of cell area
Multi-Input combinational cell,56,562,0.571
Timing Repair Buffer,43,345,0.351
Tap cell,46,57.6,0.0585
Inverter,5,18.8,0.0191
==> worst max-delay path by stage <==
stage	endpoint	slack, ps	from	depth (start not counted)
4_1_cts	BCD[3]	-650	int16[1]	13
5_1_grt	BCD[0]	-780	int16[1]	14
6_report	BCD[3]	-660	int16[1]	13
==> worst max-delay path, stage by stage <==
cell and delay (ps):
sky130_fd_sc_hd__buf_6 100, sky130_fd_sc_hd__buf_6 110, sky130_fd_sc_hd__o31ai_4 260, sky130_fd_sc_hd__xor2_2 170, sky130_fd_sc_hd__ha_2 190, sky130_fd_sc_hd__inv_2 40, sky130_fd_sc_hd__ha_4 170, sky130_fd_sc_hd__or2_4 250
sky130_fd_sc_hd__o21ai_4 150, sky130_fd_sc_hd__a21o_1 200, sky130_fd_sc_hd__a211oi_2 80, sky130_fd_sc_hd__or3b_1 370, sky130_fd_sc_hd__buf_2 120
Power and IR drop assume default switching activity.
